`./design.v`:
```
module ProgramCounter(
  input         clock,
  input         reset,
  input         io_stop,
  input         io_jump,
  input         io_run,
  input  [15:0] io_programCounterJump,
  output [15:0] io_programCounter
);
  wire  notRun = ~io_run;  
  wire  runOrStop = notRun | io_stop;  
  reg [15:0] countReg;  
  wire [15:0] adder = countReg + 16'h1;  
  assign io_programCounter = countReg;  
  always @(posedge clock) begin
    if (reset) begin
      countReg <= 16'h0;
    end else if (!(runOrStop)) begin
      if (io_jump) begin
        countReg <= io_programCounterJump;
      end else begin
        countReg <= adder;
      end
    end
  end
endmodule
```
`./run.sh`:
```
#!/bin/bash
# OpenROAD 26Q1-2900-gdf79404cd8, Yosys 0.63+post, stock flow scripts
make -C /OpenROAD-flow-scripts/flow DESIGN_CONFIG=/design/flow/config.mk WORK_HOME=/design/flow/orfs finish
```
`./config.mk`:
```
export PLATFORM = sky130hd
export DESIGN_NAME = ProgramCounter
export DESIGN_NICKNAME = ProgramCounter
export VERILOG_FILES = /design/flow/design.v
export SDC_FILE = /design/flow/constraint.sdc
export NUM_CORES = 4
export LEC_CHECK = 1
export CORE_AREA = 10 10 90 90
export DIE_AREA = 0 0 100 100
```
`./constraint.sdc`:
```
current_design ProgramCounter

set clk_period 2.4
set clk_io_pct 0.2

create_clock -name clk0 -period $clk_period [get_ports {clock}]

set non_clock_inputs [all_inputs -no_clocks]
set_input_delay [expr $clk_period * $clk_io_pct] -clock clk0 $non_clock_inputs
set_output_delay [expr $clk_period * $clk_io_pct] -clock clk0 [all_outputs]
```
==> out/results.txt <==
Combinational power share = 0.197
Switching Share = 0.260
Post-DRT Antenna Nets = 0
Via-to-Cell Ratio = 4.65
Critical path depth = 1
Async set-or-reset flop fraction in the synthesized netlist = 0
Most frequent cells in the layout = clkdlybuf4s50_1 (36), nand2_1 (19), dfxtp_1 (16)
Gpl congestion = 0.833
DP Worst Slack = 0.391 ns
Clock Path Buffers = 2
Reg power frac = 0.479
Critical path endpoint category = output pin
Core Region = 6280 µm²
Max-slew violations = 0
Placed Cells = 247
Root Buffer = clkbuf_8
Max-Cap Viols = 0
Post-cts resize count = 0
Run status = completed
Initial antenna violation count = 0
Drt drc = 0
Final wirelength = 3380 µm
Worst Setup SP = countReg[2]$_SDFFE_PP0N_
Worst setup margin = 0.569 ns
Worst hold path depth = 2
Synth Seq Share = 0.302
Slew @ Worst Pin = 0.636 ns
Synthesized flop and latch total = 16
First-pass GRT wire length = 5660 µm
Area leader, netlist = dfxtp_1
Worst endpoint required time = 1.92 ns
DIE WIDTH = 100 µm
# Post-CTS Setup Buffers = 0
Core Rows = 29
GRT Util Overall = 0.0680
Grt ovf = 0
Reg-to-reg startpoint = countReg[1]$_SDFFE_PP0N_
Hold_buf cts = 0
Layout Cells excl Fill = 250
Unrepaired setup endpoints after global routing = no
Number of synthesized flops with an enable pin = 0
Commonest flop = dfxtp_1
Via count = 1,162
Crit-path cells = clkdlybuf4s50_1
TritonRoute pass-1 iters = 4
Yosys warns = 1
Post-Syn Instances = 142
Tool warnings = 25
Pre-Place Util = 0.169
P_int = 465 µW
H-tree Lvls = 1
Share of layout cells above drive strength 1 = 0.0751
WP buf/inv = 1
Tcrit/Tclk final = 0.763
Syn_area_per_cell = 7.46 µm²
Top flop regs = countReg (16)
Die height = 100 µm
Mean routed wirelength per cell = 13.5 µm
Chip area = 10,000 µm²
Post-synth cell types = 37
Largest net degree at the start of global routing = 23
Max reg flops = 16
Area delta synth->final = 45.2%
Top area contributor share = 0.302
Later-pin clock latency in the skew report = 0.25 ns
Worst Reg-to-Reg Cells = 5
Dpl hpwl = 2540 µm
Pwr dens = 408 nW/µm²
Worst Clk Skew = 0.00371 ns
Crit-path slowest cell = dfxtp_1
Largest cells by area = dfxtp_1 (30%), nand2_1 (6.7%), nand3_1 (6.1%), a31oi_1 (4.7%), mux2i_1 (4.7%)
Pleak = 0.459 nW
Final Hold Violating Endpoints = 0
Peak VDD IR = 0.213 mV
CP Launch Type = flip-flop
Fmax achieved = 546 MHz
Hold Path Origin = countReg[15]$_SDFFE_PP0N_
Cts bufs inserted = 3
Clock tree from TritonCTS = done
Fillers = 687
Max stage delay on crit path = 0.55 ns
Most used logic cell in the final layout = clkdlybuf4s50_1
# IOs = 37
Clk pin slew, worst setup/hold paths = 0.06 ns
Ant. Diodes = 0
Sw power = 163 µW
1st-iter DRT viols = 102
Vias in the first global route = 1,073
Type of the worst min-delay path = reg2reg
CP top delay family = flip-flops
Crit-path max FO = 10
Largest reg by FF count = countReg
Arr. time, crit path = 1.35 ns
Max_slew headroom = 0.574
CTS sink count = 16
# Cells Yosys = 142
Setup CP Type = reg2out
Sum Neg Setup Slack = 0 ns
Final min period = 1.83 ns
Chip area in the Yosys report = 1060 µm²
Netlist Area Pre-Place = 1060 µm²
# setup viols final = 0
Port buffer count = 36
Part of the power in the clock network = 0.324
==> cells by family after synthesis <==
kind of cell / share of synthesized area
and+or+nand+nor: 0.339
adders and majority gates: 0.0118
muxes: 0.0579
DFF: 0.302
AOI/OAI and AO/OA: 0.222
buffers and inverters: 0.0673
==> cells in the mapped netlist, types with 2 or more instances <==
master	n
or4_1	2
nor2b_1	3
o31ai_1	2
nand2_1	19
a221oi_1	3
or3_1	4
dfxtp_1	16
clkbuf_1	8
nor4_1	3
nor3_1	7
a31oi_1	8
nand4_1	2
buf_2	2
nand3_1	13
mux2i_1	5
a21oi_1	4
nand4_4	2
o41ai_1	2
a211oi_1	2
nor2_1	6
inv_1	5
o21ai_0	9
==> through the flow <==
| step | util | hold WS, ns | cell area (µm²) | total power [mW] |
|---|---|---|---|---|
| 2_1_floorplan | - | 0.467 | 1060 | 0.355 |
| 3_3_place_gp | 0.239 | 0.508 | 1500 | 0.432 |
| 3_5_place_dp | 0.239 | 0.508 | 1500 | 0.433 |
| 4_1_cts | 0.245 | 0.519 | 1540 | 0.639 |
| 5_1_grt | 0.245 | 0.554 | 1540 | 0.665 |
| 6_report | 0.245 | 0.514 | 1540 | 0.628 |
==> layer usage <==
layer	global-route usage	wire length, µm
met5	0	0
met4	0.00217	12
met3	0.0243	292
met2	0.0986	1480
met1	0.100	1600
==> layout make-up <==
cell class,count,area (µm²),share of cell area
repair buffers,40,390,0.254
multi-input cells,108,668,0.434
inverters,6,22.5,0.0146
flip-flops and latches,16,320,0.208
well taps,77,96.3,0.0626
clock buffers,3,41.3,0.0268
==> path summary, 6_finish.rpt <==
path / to / slack [ns]
hold / removal: countReg[15]$_SDFFE_PP0N_ / 0.51
hold reg to reg: countReg[15]$_SDFFE_PP0N_ / 0.51
setup / recovery: io_programCounter[2] / 0.57
setup reg to reg: countReg[12]$_SDFFE_PP0N_ / 0.62
==> power groups by stage <==
stage     logic [mW]  registers [mW]  clock network, mW
4_1_cts        0.127           0.301              0.211
5_1_grt        0.138           0.304              0.223
6_report       0.124           0.301              0.203
Power is estimated from default activity; no workload was simulated.
