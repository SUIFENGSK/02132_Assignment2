<file path="flow/config.mk">
export PLATFORM = sky130hd
export DESIGN_NAME = ALU
export DESIGN_NICKNAME = ALU
export VERILOG_FILES = /design/flow/design.v
export SDC_FILE = /design/flow/constraint.sdc
export NUM_CORES = 4
export LEC_CHECK = 1
export CORE_UTILIZATION = 40
</file>
<file path="flow/constraint.sdc">
current_design ALU

set clk_period 28.1
set clk_io_pct 0.2

create_clock -name clk0 -period $clk_period

set non_clock_inputs [all_inputs -no_clocks]
set_input_delay [expr $clk_period * $clk_io_pct] -clock clk0 $non_clock_inputs
set_output_delay [expr $clk_period * $clk_io_pct] -clock clk0 [all_outputs]
</file>
<file path="flow/design.v">
module ALU(
  input         clock,
  input         reset,
  input  [5:0]  io_sel,
  input  [31:0] io_oper1,
  input  [31:0] io_oper2,
  output        io_comparisonResult,
  output [31:0] io_result
);
  wire  _T = 6'h0 == io_sel;  
  wire [31:0] _T_2 = io_oper1 + io_oper2;  
  wire  _T_3 = 6'h1 == io_sel;  
  wire [31:0] _T_5 = io_oper1 - io_oper2;  
  wire  _T_6 = 6'h2 == io_sel;  
  wire [63:0] _T_7 = io_oper1 * io_oper2;  
  wire  _T_8 = 6'h3 == io_sel;  
  wire  _T_11 = 6'h4 == io_sel;  
  wire  _T_14 = 6'h5 == io_sel;  
  wire  _T_16 = 6'h10 == io_sel;  
  wire  _T_17 = 6'h13 == io_sel;  
  wire  _T_18 = 6'h21 == io_sel;  
  wire  _T_19 = io_oper1 == io_oper2;  
  wire  _T_20 = 6'h20 == io_sel;  
  wire  _GEN_2 = _T_18 ? _T_19 : _T_20;  
  wire [31:0] _GEN_3 = _T_17 ? io_oper1 : 32'h0;  
  wire  _GEN_4 = _T_17 ? 1'h0 : _GEN_2;  
  wire [31:0] _GEN_5 = _T_16 ? io_oper2 : _GEN_3;  
  wire  _GEN_6 = _T_16 ? 1'h0 : _GEN_4;  
  wire [63:0] _GEN_7 = _T_14 ? _T_7 : {{32'd0}, _GEN_5};  
  wire  _GEN_8 = _T_14 ? 1'h0 : _GEN_6;  
  wire [63:0] _GEN_9 = _T_11 ? {{32'd0}, _T_5} : _GEN_7;  
  wire  _GEN_10 = _T_11 ? 1'h0 : _GEN_8;  
  wire [63:0] _GEN_11 = _T_8 ? {{32'd0}, _T_2} : _GEN_9;  
  wire  _GEN_12 = _T_8 ? 1'h0 : _GEN_10;  
  wire [63:0] _GEN_13 = _T_6 ? _T_7 : _GEN_11;  
  wire  _GEN_14 = _T_6 ? 1'h0 : _GEN_12;  
  wire [63:0] _GEN_15 = _T_3 ? {{32'd0}, _T_5} : _GEN_13;  
  wire  _GEN_16 = _T_3 ? 1'h0 : _GEN_14;  
  wire [63:0] _GEN_17 = _T ? {{32'd0}, _T_2} : _GEN_15;  
  assign io_comparisonResult = _T ? 1'h0 : _GEN_16;  
  assign io_result = _GEN_17[31:0];  
endmodule
</file>
<file path="flow/run.sh">
#!/bin/bash
# OpenROAD 26Q1-2900-gdf79404cd8, Yosys 0.63+post, stock flow scripts
make -C /OpenROAD-flow-scripts/flow DESIGN_CONFIG=/design/flow/config.mk WORK_HOME=/design/flow/orfs finish
</file>
==> metrics.cfg <==
[layout]
syn_to_final_growth_pct=8.754
drive_gt1_share_pct=3.150
regArea_sq_um=0
ff_count=0
n_clock_buffer=0

[setup_path]
crit_type=in -> out
path_max_fanout=21
required_ns=22.48
cp-end-kind=primary output
worstPathArrival_ns=14.31
cp-start-kind=input port

[detailed_routing]
routed-wl-met3_um=6400
drt-met1-wl_um=28520
viasPerCell=5.491
route.met2.wl_um=30370
dr.pass1.iters=6
wirelength_um=67860
dr_total_vias=17250
ant_nets=0
drc=0
wl_per_cell_um=21.60
dr.max_layer_used=met5
drtIter0Drc=1072

[yosys]
ys_types=79
ys_seq_share_pct=0
avgSynthCellArea_sq_um=8.215
ys_chip_area_sq_mm=0.02015
ys_cells=2453
most_common_cell=inv_1
ys_warn_count=0
synth_cells=2453
synth_area_sq_mm=0.02015
area_leaders=fa_1 (41%), ha_1 (11%), inv_1 (8.1%)
synth_top_cell_by_area=fa_1
top_cell_area_share_pct=40.73
top_cells_by_count=inv_1 (436), fa_1 (410), nand2_1 (280), and2_1 (259), ha_1 (185)

[clock_network]
postCtsHoldBufs=0
post-cts-setup-buffer-count=0
cts_resized=0

[floorplanning]
floorplan.core_util_pct=40.83
fp.dieW_um=226.5
rows=81
die-area_sq_mm=0.05128
ios=105
die_y_um=226.5
core-area_sq_mm=0.04936

[outcome]
outcome=finished, final reports clean

[sta]
slew_violations=0
slew_headroom_pct=30.65
finalSetupTns_ns=0
worstMarginPinSlew_ns=1.037
setup_viol=0
rsz0062_at_grt=no
fin_crit_sh_pct=70.92
fmax_mhz=50.18
final_hold_viol_count=0
layout_min_cycle_time_ns=19.93
setup_slack_ns=8.170

[global_route]
antenna_found_initial=1
grt_pass1_vias=18020
grt_max_degree=35
grt_pass1_wl_um=107500
overflow=0
grtUsageTotal_pct=29.50

[place]
place_congestion=1.002
io_buffers=103
dp_hpwl_um=51640
dp_slack_ns=8.189

[job]
warnings=65
maxCapViolCount=0

[power]
swShare_pct=59.78
total_leakage_power_nw=10.48
switching_power_mw=3.027
cellPowerDensity_mw_per_mm2=231.0
internal-power_mw=2.037
ir_drop_v=0.0006161

[worst_hold_path]
min_path_type=in -> out

## layout make-up
type	count	area (sq um)
tap	664	830.8
multi-input combinational	1876	17970
fill	4793	27440
antenna	1	2.502
inverter	439	1648
timing repair buffer	161	1466
## power by group through the flow
| stage | combinational (mW) | clock, mW | sequential [mW] |
|---|---|---|---|
| after CTS | 5.04 | 0 | 0 |
| after global routing | 5.57 | 0 | 0 |
## path summary, 6_finish.rpt
| path | startpoint | to | slack, ns | cells after the start |
|---|---|---|---|---|
| worst max-delay path | io_oper2[12] | io_result[31] | 8.17 | 25 |
| worst min-delay path | io_sel[5] | io_comparisonResult | 12.27 | 3 |
## worst max-delay path, stage by stage
cell,delay [ns]
clkdlybuf4s50_1,0.46
buf_4,0.37
ha_1,0.49
fa_1,0.48
inv_1,0.08
fa_1,0.45
fa_1,0.58
fa_1,0.44
fa_1,0.54
inv_1,0.05
fa_1,0.44
fa_1,0.52
fa_1,0.44
ha_1,0.49
nand4_1,0.18
or2_1,0.29
nor3_1,0.22
o211ai_1,0.27
a311oi_1,0.51
a21o_1,0.18
a21oi_1,0.08
xnor2_1,0.14
a21oi_1,0.17
nor4_2,0.27
clkdlybuf4s50_1,0.52
## through the flow
stage | hold WS (ns) | instances | util, % | total power, mW | instance area (sq um)
3_3_place_gp | 12.25 | 3140 | 44.40 | 4.969 | 21910
4_1_cts | 12.27 | 3140 | 44.40 | 5.044 | 21910
5_1_grt | 12.32 | 3140 | 44.40 | 5.570 | 21910
2_1_floorplan | 11.32 | 2453 | - | 3.479 | 20150
6_report | 12.27 | 3141 | 44.40 | 5.064 | 21920
3_5_place_dp | 12.27 | 3140 | 44.40 | 4.999 | 21910
## per-layer routing
layer	up-vias	GRT usage, %
met5	-	1.075
met4	2	7.912
met3	120	8.586
met2	782	44.59
met1	8574	42.69
li1	7768	-
## cells in the final DEF (no fill, tap or decap), drive strengths merged, types with 9 or more instances in the layout
master,instances
xor2,29
a221o,21
nor4,9
o221ai,14
buf,58
xnor2,77
clkdlybuf4s50,103
o21ai,60
inv,437
a221oi,20
a211oi,14
a21oi,99
a21o,26
o211ai,9
ha,185
o21bai,13
fa,410
a31oi,11
nand2,281
and2,259
nand3,15
nor2,152
nor3,31
nand2b,12
o21a,13
## cells by family (layout without fill, tap and decap cells)
group                      count (synthesis)  count (layout)  synth area share [%]
adders and majority gates                595             595                 52.22
xor gates and xnor gates                 106             106                 4.607
muxes                                      7               7                0.3539
other                                      0               1                     0
buffers and inverters                    577             600                 10.87
AOI/OAI and AO/OA                        364             364                 12.45
and+or+nand+nor                          804             804                 19.51
No activity file was given, so power comes from the tool's default toggle rates.
